==> design.v <==
module mtrisc
       (
      clk,  
		rnt_p,
		pc_out,
		ram_in,
		ram_out,
		ram_wr,
		ram_addr,
	   );
input clk;
input rnt_p;
output [31:0] pc_out;
output [31:0] ram_in;
input  [31:0] ram_out;
output [31:0] ram_addr;
output ram_wr;
reg [31:0] rn[5];
reg [31:0] pc_out;
reg [31:0] pc_in;
reg [31:0] ram_in;
reg [31:0] ram_addr1;
reg [31:0] ram_addr2;
wire fetch;
reg ram_wr;
reg [31:0] ins;
reg [31:0] stack_head;
reg [31:0] stack_ptr;
wire [7:0]  op;
wire [7:0]  r1;
wire [7:0]  r2;
wire [15:0] da;
assign op = ins[31:24];
assign r1 = ins[23:20];
assign r2 = ins[19:16];
assign da = ins[15:0];
always @( posedge clk )
begin
   if(rnt_p) 
	    begin
        pc_out <= 0;
		end
   else
	    begin
        if(pc_in > 0)
            pc_out <= pc_in;
        else
            pc_out <= pc_out +4;
	   end
end
always @( negedge clk )
begin
    fetch = 1'b1;
    ram_wr <= 1'b0;
    ram_addr1 <= pc_out;
end
always @( posedge clk )
begin
    ins <= ram_in;
end
parameter NOP = 0;      
parameter LDH = 1;      
parameter LDL = 2;      
parameter STR = 3;      
parameter MOV = 5;      
parameter ADD = 9;      
parameter DEC = 10;     
parameter MUL = 11;     
parameter DIV = 12;     
parameter LSF = 13;     
parameter RSF = 14;     
parameter AND = 15;     
parameter OR  = 16;     
parameter XOR = 17;     
parameter NOT = 18;    
parameter IFEQ = 21;    
parameter IFNQ = 22;    
parameter IFLG = 23;    
parameter IFSM = 24;    
parameter JPR  = 25;    
parameter JPD  = 26;    
parameter STACK = 28;    
parameter PUSH  = 29;   
parameter POP  = 30;    
parameter PUSHA = 31;    
parameter POPA = 32;    
always @ (posedge clk)
begin
    fetch = 1'b0;
    case (op)
    NOP : begin end
    LDH : begin 
          case (r1)
          4'h1  :  rn[1][31:16] <= da;  
          4'h2  :  rn[2][31:16] <= da;  
          4'h3  :  rn[3][31:16] <= da;  
          endcase
          end
    LDL : begin
          case (r1)
          4'h1  :  rn[1][15:0] <= da;   
          4'h2  :  rn[2][15:0] <= da;   
          4'h3  :  rn[3][15:0] <= da;   
          endcase
          end
    STR : begin
          ram_addr2 <= rn[r2];
          ram_in <= rn[r1];
          end
    MOV : begin 
          rn[r1] <= rn[r2];
          end
    ADD : begin 
          rn[3] <= rn[r1] + rn[r2];
          end
    DEC : begin 
          rn[3] <= rn[r1] - rn[r2];
          end
    MUL : begin
          rn[3] <= rn[r1] * rn[r2];
          end
    DIV : begin
          if(rn[r2] != 0) 
             rn[3] <= rn[1] / rn[2];
          else
             rn[4] <= 4'h3;    
          end
    LSF : begin
          rn[3] <= rn[r1] << rn[r2];
          end
    RSF : begin
          rn[3] <= rn[r1] >> rn[r2];
          end
    AND : begin
          rn[3] <= rn[r1] & rn[r2];
          end
    OR : begin
          rn[3] <= rn[r1] | rn[r2];
         end
    XOR : begin
          rn[3] <= rn[r1] ^ rn[r2];
         end
    NOT : begin
          rn[r1] <= ~rn[r1];
         end
    IFEQ : begin
          if (rn[r1] == rn[r2])
             begin
             rn[3] <= 1;
             pc_in <= pc_in + da;
             end
          else
             rn[3] = 0;
          end
    IFNQ : begin
          if (rn[r1] != rn[r2])
             begin
             rn[3] = 1;
             pc_in <= pc_in + da;
             end
          else
             rn[3] = 0;
          end
    IFLG : begin
         if (rn[r1] > rn[r2])
            begin
            rn[3] = 1;
            pc_in <= pc_in + da;
            end
         else
           rn[3] = 0;
         end
    IFSM : begin
         if (rn[r1] < rn[r2])
            begin
            rn[3] = 1;
            pc_in <= pc_in + da;
            end
         else
           rn[3] = 0;
         end
    STACK : begin
         stack_head <= rn[r1];
         end
    PUSH  :  begin
         ram_addr2 <= stack_ptr;
         ram_in <= rn[r1];
         stack_ptr <= stack_ptr + 4;
         end
    POP : begin
         ram_addr2 <= stack_ptr;
         rn[r1] <= ram_out;
         stack_ptr <= stack_ptr - 4;
         end
    endcase
end
assign ram_addr = fetch ? ram_addr1:ram_addr2;
endmodule
==> run.sh <==
#!/bin/bash
# OpenROAD 26Q1-2900-gdf79404cd8, Yosys 0.63+post, stock flow scripts
make -C /OpenROAD-flow-scripts/flow DESIGN_CONFIG=/design/flow/config.mk WORK_HOME=/design/flow/orfs finish
==> config.mk <==
export PLATFORM = sky130hd
export DESIGN_NAME = mtrisc
export DESIGN_NICKNAME = mtrisc
export VERILOG_FILES = /design/flow/design.v
export SDC_FILE = /design/flow/constraint.sdc
export NUM_CORES = 4
export LEC_CHECK = 1
export CORE_UTILIZATION = 50
==> constraint.sdc <==
current_design mtrisc

set clk_period 257.0
set clk_io_pct 0.2

create_clock -name clk0 -period $clk_period [get_ports {clk}]

set non_clock_inputs [all_inputs -no_clocks]
set_input_delay [expr $clk_period * $clk_io_pct] -clock clk0 $non_clock_inputs
set_output_delay [expr $clk_period * $clk_io_pct] -clock clk0 [all_outputs]
==> impl_metrics.env <==
# implementation run metrics
export IMPL_status="finished, violations left"
export IMPL_violated_checks="max-capacitance violations, max-slew violations"
export IMPL_global_route_overflow_total=0
export IMPL_vias=71763
export IMPL_fill_cells=12408
export IMPL_ir_drop_uv=5.254
export IMPL_ys_warn_count=5
export IMPL_critical_path_max_stage_delay_ns=1.19
export IMPL_drive_above_1_share_pct=6.826
export IMPL_setup_viol=0
export IMPL_clkSlewWorstSetupHoldPaths_ns=0.06
export IMPL_min_clock_period_post_route_ns=88.47
export IMPL_area_growth_pct=8.159
export IMPL_via_density=6.618
export IMPL_grt_max_degree=64
export IMPL_floorplan_die_area_mm2=0.1388
export IMPL_ctsHoldBuffers=0
export IMPL_post_cts_buffers=0
export IMPL_pwr_total_w=0.0001136
export IMPL_power_static_leakage_nw=34.47
export IMPL_switching_share_pct=22.10
export IMPL_final_period_utilization_pct=34.42
export IMPL_vias_in_the_first_global_route=69131
export IMPL_syn_inst=8963
export IMPL_route_detailed_drc=0
export IMPL_area_of_the_multi_input_gates_mm2=0.05452
export IMPL_htree_num_levels=2
export IMPL_final_util_pct=54.68
export IMPL_worst_ep_arrival_time_ns=88.77
export IMPL_power_density_mw_per_mm2=1.529
export IMPL_port_buffer_count=129
export IMPL_first_iter_violations=6827
export IMPL_antenna_violating_nets_post_route=0
export IMPL_slew_limit_headroom_pct=-6.071
export IMPL_required_ns=257.31
export IMPL_syn_mean_instance_area_um2=7.660
export IMPL_drt_pass1_iter_count=9
export IMPL_setup_worst_path_end_class="flop"
export IMPL_tritoncts="done"
export IMPL_netSwitchingPower_w=0.00002510
export IMPL_maxCapViolCount=3
export IMPL_die_y_um=372.6
export IMPL_netlist_area_pre_place_mm2=0.06865
export IMPL_final_max_slew_violation_count=5
export IMPL_routed_wl_um=335000
export IMPL_warning_count=90
export IMPL_grt_pass1_wl_um=476500
export IMPL_cell_type_of_the_slowest_stage_on_the_worst_timing_path="sky130_fd_sc_hd__a211oi_1"
export IMPL_synth_lib_cells_used_distinct=105
export IMPL_place_congestion=1.156
export IMPL_synth_ff_latch_count=349
export IMPL_width_of_the_die_um=372.6
export IMPL_highest_fanout_seen_on_the_critical_path=47
export IMPL_wl_per_cell_um=30.89
export IMPL_synth_area_yosys_mm2=0.06865
export IMPL_portion_of_the_post_synthesis_area_used_by_sequential_elements_pct=14.35
export IMPL_cpMostUsedCell="sky130_fd_sc_hd__ha_1"
export IMPL_fmaxAchievable_mhz=11.30
export IMPL_fp_util_pct=50.55
export IMPL_crit_type="reg2reg"
export IMPL_sequential_cell_area_mm2=0.009853
export IMPL_cts_inserted_buffers=37
export IMPL_share_comb_of_total_power_pct=1.1
export IMPL_crit_start_category="flop"
export IMPL_clock_sinks=349
export IMPL_clockBufferDepth=3
export IMPL_clock_power_share_pct=45.7
export IMPL_design_core_area_mm2=0.1358
export IMPL_fin_tns_setup_ns=0
export IMPL_min_path_type="reg2reg"
export IMPL_antenna_found_initial=24
export IMPL_fin_skew_ns=0.02747
export IMPL_placementRows=135
export IMPL_ios=131
export IMPL_final_hold_violation_tally=0
export IMPL_post_cts_resized=0
export IMPL_ys_flop_type="sky130_fd_sc_hd__edfxtp_1"
export IMPL_synth_stat_cells=8963
export IMPL_place_detailed_hpwl_um=260600
export IMPL_worst_slew_pin_transition_ns=1.589
export IMPL_root_buffer="sky130_fd_sc_hd__clkbuf_16"
export IMPL_power_sequential_fraction_pct=53.2
export IMPL_grtUsageTotal_pct=50.06
export IMPL_synth_edff_count=286
export IMPL_grt_setup_unrepaired="false"
export IMPL_clock_latency_late_pin_ns=0.61
export IMPL_r2r_setup_slack_ns=168.53
export IMPL_synth_async_sr_flop_share_pct=0
export IMPL_power_report_internal_total_w=0.00008842
path summary, 6_finish.rpt:
check                           startpoint       end  cells after the start
worst min register to register   ram_in[0]    ins[0]                      0
worst max-delay path              rn[1][2]  rn[3][0]                    311
worst max register to register    rn[1][2]  rn[3][0]                    311
worst min-delay path             ram_in[0]    ins[0]                      0
critical path: cells and delay by family, from the launching register on:
kind                     cells  cell delay [ns]
AND-OR/OR-AND              170            47.46
adder cells (fa/ha/maj)     31             9.82
buffers and inverters       18             3.85
flip-flops                   1             0.59
multiplexers                 7             2.60
AND/OR/NAND/NOR             85            23.55
cell families (layout without fill, tap and decap cells):
logic type               count (synthesis)  in the layout  synth area share [%]
XOR/XNOR                               516            516                 6.583
multiplexers                           130            130                 2.161
AND/OR/NAND/NOR                       3087           3087                 20.33
other                                    1             25              0.005462
buffers and inverters                 1217           1293                 6.708
AND-OR/OR-AND                         2458           2458                 23.40
adder cells (fa/ha/maj)               1205           1205                 26.47
flip-flops                             349            349                 14.35
flip-flops by register name, summed over array words and instances, names as in the netlist:
name and flops:
ram_addr2 32, ins 31, pc_in 32, pc_out 32
rn 160, ram_in 32, stack_ptr 30
synthesized netlist by cell type (all sizes together) (73+ instances only):
| cell type | count | area (µm²) |
|---|---|---|
| nand2 | 1142 | 4289 |
| nor2 | 893 | 3352 |
| ha | 793 | 9922 |
| inv | 793 | 2977 |
| a21oi | 608 | 3054 |
| o21ai | 551 | 2780 |
| fa | 412 | 8248 |
| xnor2 | 329 | 2882 |
| clkbuf | 328 | 1231 |
| edfxtp | 286 | 8588 |
| nand3 | 217 | 1086 |
| a21o | 213 | 1599 |
| nor3 | 188 | 968.4 |
| xor2 | 187 | 1638 |
| a31oi | 128 | 800.8 |
| o21a | 122 | 915.9 |
| a22oi | 100 | 755.7 |
| nand2b | 98 | 613.1 |
| or3 | 83 | 534.3 |
| and3 | 82 | 513.0 |
| o211ai | 82 | 615.6 |
| buf | 80 | 337.8 |
| nor2b | 73 | 456.7 |
layer usage:
layer | wire [µm] | vias to the layer above | GRT usage, %
li1 | - | 31924 | -
met1 | 113200 | 33689 | 56.50
met2 | 141600 | 4663 | 71.57
met3 | 43250 | 1450 | 23.65
met4 | 35970 | 37 | 41.56
met5 | 901 | - | 4.476
cells in the final DEF (no fill, tap or decap), types with 51 or more instances in the layout:
cell / netlist / routed
sky130_fd_sc_hd__mux2i_1: 52 / 52
sky130_fd_sc_hd__mux2_2: 69 / 69
sky130_fd_sc_hd__xor2_1: 187 / 186
sky130_fd_sc_hd__xnor2_1: 329 / 328
sky130_fd_sc_hd__a22oi_1: 99 / 99
sky130_fd_sc_hd__and3_1: 82 / 81
sky130_fd_sc_hd__a31oi_1: 128 / 127
sky130_fd_sc_hd__nor2b_1: 73 / 73
sky130_fd_sc_hd__o211ai_1: 82 / 82
sky130_fd_sc_hd__nor3_1: 185 / 181
sky130_fd_sc_hd__edfxtp_1: 286 / 286
sky130_fd_sc_hd__a211oi_1: 70 / 68
sky130_fd_sc_hd__or3_1: 80 / 80
sky130_fd_sc_hd__nand4_1: 64 / 64
sky130_fd_sc_hd__nand2_1: 1141 / 1141
sky130_fd_sc_hd__nor2_1: 893 / 883
sky130_fd_sc_hd__nand2b_1: 98 / 98
sky130_fd_sc_hd__o21a_1: 122 / 122
sky130_fd_sc_hd__fa_1: 412 / 412
sky130_fd_sc_hd__ha_1: 793 / 793
sky130_fd_sc_hd__dfxtp_1: 63 / 60
sky130_fd_sc_hd__nand3_1: 217 / 217
sky130_fd_sc_hd__a21o_1: 213 / 213
sky130_fd_sc_hd__buf_4: 2 / 287
sky130_fd_sc_hd__inv_1: 792 / 789
sky130_fd_sc_hd__a21oi_1: 607 / 603
sky130_fd_sc_hd__or2_2: 60 / 60
sky130_fd_sc_hd__clkdlybuf4s50_1: 0 / 129
sky130_fd_sc_hd__and2_1: 52 / 51
sky130_fd_sc_hd__o22ai_1: 63 / 62
sky130_fd_sc_hd__o21ai_0: 533 / 529
final cells by class:
class,instances,area share [%]
multi-input combinational,7397,73.42
sequential,349,13.27
timing repair buffer,417,4.647
inverter,809,4.089
tap,1781,3.001
clock buffer,48,1.329
clock inverter,19,0.1601
antenna,24,0.08088
power by group through the flow:
stage	Sequential [W]	Clock, W	Combinational (W)
CTS	0.0000604	0.0000522	0.00000119
finish	0.0000604	0.0000519	0.00000125
global route	0.0000604	0.0000538	0.00000126
through the flow:
step	instance area, µm²	hold slack (ns)	worst slack, ns	std cells
after floorplan	68650	0.3233	185.28	8963
after global placement	73080	0.3553	172.33	10752
after detailed placement	73080	0.3569	171.64	10752
after CTS	74180	0.3709	171.30	10819
after global routing	74210	0.3730	164.07	10825
final	74260	0.3677	168.53	10844
Power figures rest on the tool's default switching activity, not on a simulated workload.
